**flow/run.sh**
```bash
#!/bin/bash
# OpenROAD 26Q1-2900-gdf79404cd8, Yosys 0.63+post, stock flow scripts
make -C /OpenROAD-flow-scripts/flow DESIGN_CONFIG=/design/flow/config.mk WORK_HOME=/design/flow/orfs finish
```
**flow/config.mk**
```make
export PLATFORM = sky130hd
export DESIGN_NAME = Median_Filter_3X3
export DESIGN_NICKNAME = Median_Filter_3X3
export VERILOG_FILES = /design/flow/design.v
export SDC_FILE = /design/flow/constraint.sdc
export NUM_CORES = 4
export LEC_CHECK = 1
export CORE_UTILIZATION = 50
```
**flow/constraint.sdc**
```tcl
current_design Median_Filter_3X3

set clk_period 4.4
set clk_io_pct 0.2

create_clock -name clk0 -period $clk_period [get_ports {clk}]

set non_clock_inputs [all_inputs -no_clocks]
set_input_delay [expr $clk_period * $clk_io_pct] -clock clk0 $non_clock_inputs
set_output_delay [expr $clk_period * $clk_io_pct] -clock clk0 [all_outputs]
```
**flow/design.v**
```verilog
module Median_Filter_3X3(
    input       clk,
    input       rst_n,
    input       median_frame_vsync,
    input       median_frame_href,
    input       median_frame_clken,
    input [7:0]  data11, 
    input [7:0]  data12, 
    input [7:0]  data13,
    input [7:0]  data21, 
    input [7:0]  data22, 
    input [7:0]  data23,
    input [7:0]  data31, 
    input [7:0]  data32, 
    input [7:0]  data33,
    output [7:0] target_data,
    output       pos_median_vsync,
    output       pos_median_href,
    output       pos_median_clken
);
reg [2:0]   median_frame_vsync_r;
reg [2:0]   median_frame_href_r;
reg [2:0]   median_frame_clken_r;
wire [7:0] max_data1; 
wire [7:0] mid_data1; 
wire [7:0] min_data1;
wire [7:0] max_data2; 
wire [7:0] mid_data2; 
wire [7:0] min_data2;
wire [7:0] max_data3; 
wire [7:0] mid_data3; 
wire [7:0] min_data3;
wire [7:0] max_min_data; 
wire [7:0] mid_mid_data; 
wire [7:0] min_max_data;
assign pos_median_vsync = median_frame_vsync_r[2];
assign pos_median_href  = median_frame_href_r[2];
assign pos_median_clken = median_frame_clken_r[2];
Sort3  u_Sort3_1(      
    .clk      (clk),
    .rst_n    (rst_n),
    .data1    (data11), 
    .data2    (data12), 
    .data3    (data13),
    .max_data (max_data1),
    .mid_data (mid_data1),
    .min_data (min_data1)
);
Sort3  u_Sort3_2(       
    .clk      (clk),
    .rst_n    (rst_n),
    .data1    (data21), 
    .data2    (data22), 
    .data3    (data23),
    .max_data (max_data2),
    .mid_data (mid_data2),
    .min_data (min_data2)
);
Sort3  u_Sort3_3(       
    .clk      (clk),
    .rst_n    (rst_n),
    .data1    (data31), 
    .data2    (data32), 
    .data3    (data33),
    .max_data (max_data3),
    .mid_data (mid_data3),
    .min_data (min_data3)
);
Sort3 u_Sort3_4(         
    .clk      (clk),
    .rst_n    (rst_n),
    .data1    (max_data1), 
    .data2    (max_data2), 
    .data3    (max_data3),
    .max_data (),
    .mid_data (),
    .min_data (max_min_data)
);
Sort3 u_Sort3_5(         
    .clk      (clk),
    .rst_n    (rst_n),
    .data1    (mid_data1), 
    .data2    (mid_data2), 
    .data3    (mid_data3),
    .max_data (),
    .mid_data (mid_mid_data),
    .min_data ()
);
Sort3 u_Sort3_6(         
    .clk      (clk),
    .rst_n    (rst_n),
    .data1    (min_data1), 
    .data2    (min_data2), 
    .data3    (min_data3),
    .max_data (min_max_data),
    .mid_data (),
    .min_data ()
);
Sort3 u_Sort3_7(
    .clk      (clk),
    .rst_n    (rst_n),
    .data1    (max_min_data), 
    .data2    (mid_mid_data), 
    .data3    (min_max_data),
    .max_data (),
    .mid_data (target_data),
    .min_data ()
);
always@(posedge clk or negedge rst_n)begin
    if(!rst_n)begin
        median_frame_vsync_r <= 0;
        median_frame_href_r  <= 0;
        median_frame_clken_r <= 0;
    end
    else begin
        median_frame_vsync_r <= {median_frame_vsync_r[1:0],median_frame_vsync};
        median_frame_href_r  <= {median_frame_href_r [1:0], median_frame_href};
        median_frame_clken_r <= {median_frame_clken_r[1:0],median_frame_clken};
    end
end
endmodule 
module Sort3(
    input            clk,
    input            rst_n,
    input [7:0]      data1, 
    input [7:0]      data2, 
    input [7:0]      data3,
    output reg [7:0] max_data, 
    output reg [7:0] mid_data, 
    output reg [7:0] min_data
);
always@(posedge clk or negedge rst_n)begin
    if(!rst_n)begin
        max_data <= 0;
        mid_data <= 0;
        min_data <= 0;
    end
    else begin
        if(data1 >= data2 && data1 >= data3)
            max_data <= data1;
        else if(data2 >= data1 && data2 >= data3)
            max_data <= data2;
        else 
            max_data <= data3;
        if((data1 >= data2 && data1 <= data3) || (data1 >= data3 && data1 <= data2))
            mid_data <= data1;
        else if((data2 >= data1 && data2 <= data3) || (data2 >= data3 && data2 <= data1))
            mid_data <= data2;
        else 
            mid_data <= data3;
        if(data1 <= data2 && data1 <= data3)
            min_data <= data1;
        else if(data2 <= data1 && data2 <= data3)
            min_data <= data2;
        else 
            min_data <= data3;
        end
end
endmodule 
```
==> impl_results.rst <==
Flow metrics
------------

.. list-table::
   :header-rows: 1

   * - Metric
     - Value
   * - Status
     - finished clean
   * - Initial antenna violation count
     - 0
   * - Number of vias in the routed layout
     - around 7.5k
   * - Maximum number of pins on one net before global-route repair
     - 45
   * - Startpoint-to-endpoint class of the critical path
     - input port to flop
   * - Transition time at the pin with the least slew margin
     - 0.841 ns
   * - DRT Pass-1 Iters
     - 21
   * - Highest clock rate
     - 0.295 GHz
   * - EDFF count, synth
     - 0
   * - Worst-Skew Late Latency
     - 0.41 ns
   * - Proportion of synthesized area in mux cells
     - 13.3%
   * - Final-report hold violation count
     - 0
   * - Clock Sinks
     - 113
   * - Adder and majority cell fraction of the synthesized area
     - 22.6%
   * - Library cells used by synthesis
     - about 55
   * - Cell-internal power
     - 3530 uW
   * - Hold buffer count at CTS
     - 0
   * - Final clock period utilization by the worst path
     - 77.0%
   * - Xor+xnor area frac
     - 0.188%
   * - AND-OR/OR-AND share of the synthesized area
     - 18.4%
   * - Register area
     - 2830 sq um
   * - Cell at the root of the clock tree
     - sky130_fd_sc_hd__clkbuf_16
   * - Number of buffers created by CTS
     - 17
   * - Resize count post-CTS
     - 0
   * - Total antenna diodes in the routed design
     - 0
   * - Die X
     - 139 um
   * - Number of global-route vias before repair
     - approximately 7.4k
   * - Endpoint required time on the critical path
     - 4.69 ns
   * - Number of routed nets with antenna violations
     - 0
   * - Number of post-CTS setup repair buffers
     - 0
   * - Crit path launch type
     - input port
   * - Share of total power consumed by net switching
     - 38.5%
   * - Maximum capacitance violations
     - 0
   * - Layout fillers
     - 1,517
   * - Cell count after synthesis
     - 973
   * - Worst Setup Slack, final
     - 1.01 ns
   * - Total grt overflow
     - 0
   * - Slew Limit Fails
     - 0
   * - Layout cell share with drive strength beyond 1
     - 7.55%
   * - Worst path arrival time
     - about 3.7 ns
   * - Detail-routed via count per cell
     - 5.70
   * - Switching power summed over all nets
     - 2210 uW
   * - Worst hold path type
     - flop to flop
   * - Max VDD drop
     - a little over 0.0004 V
   * - Final standard cell utilization of the core
     - 60.9%
   * - Combinational power share
     - 51.0%
   * - Combinational cell area excluding buffers and inverters
     - about 6000 sq um
   * - HPWL after detailed placement
     - 19,900 um
   * - Setup repair after global routing missed its margin
     - no
   * - Number of top-level design ports
     - 88
   * - CTS Buffer Depth
     - 2
   * - Pwr Density
     - 521 nW/um^2
   * - Number of violations reported at the end of detailed-routing iteration 0
     - around 380
   * - DRC violations left
     - 0
   * - Total number of yosys warnings
     - 2
   * - Area Overhead vs Synth
     - 18.2%
   * - Worst-path clk slew
     - roughly 0.050 ns
   * - Die area
     - 19,200 sq um
   * - Number of core rows
     - 49
   * - Post-layout min period
     - 3.39 ns
   * - Chip area from the yosys synthesis statistics
     - 9320 sq um
   * - Number of synthesized register bits
     - 113
   * - Number of port buffers
     - 87
   * - Critical path endpoint category
     - flop
   * - Vertical die dimension
     - 139 um
   * - Ys cells
     - between 900 and 1k
   * - First-pass GRT wire length
     - between 30,000 and 40,000 um
   * - Commonest register cell after synthesis
     - sky130_fd_sc_hd__dfrtp_1
   * - Simple-gate share of the synthesized area
     - 9.64%
   * - Core utilization before placement
     - 51.5%
   * - Leading cell type in the layout, fill and taps excluded
     - sky130_fd_sc_hd__ha_1
   * - Overall global routing resource usage
     - between 20% and 30%
   * - Clock tree skew after final layout
     - 0.00890 ns
   * - Post-synthesis average cell area
     - 9.58 sq um
   * - Worst Setup Slack post-DPL
     - just under 0.7 ns
   * - Leakage power
     - 0.00537 uW
   * - Crit-path max FO
     - 9
   * - Wire per inst
     - approximately 18 um
   * - Top comb family, area
     - adder cells
   * - Highest-count cells in the layout ignoring fill and taps
     - sky130_fd_sc_hd__ha_1 (168), sky130_fd_sc_hd__inv_1 (114), sky130_fd_sc_hd__dfrtp_1 (113)
   * - H-Tree Level Count
     - 4
   * - Share of synthesized area occupied by flip-flops and latches
     - 30.3%
   * - Share of synthesized registers carrying an async set or reset
     - 100%
   * - Core box area
     - 18,100 sq um
   * - Setup violations, final
     - 0
   * - Setup TNS
     - 0 ns
   * - Clock tree from TritonCTS
     - built
   * - Max-slew headroom
     - 43.6%
   * - Post-Synthesis Cell Area
     - 9320 sq um
   * - Tool warnings
     - 26
   * - Placer's final routability congestion estimate
     - 0.947
   * - Clock group share of total power
     - a little over a fifth
   * - Flop pwr share
     - 27.9%
   * - Aggregate routed wire length
     - approximately 24,000 um
## flip-flops by register name, summed over array words and instances, names as in the netlist
name	count
u_Sort3_1.max_data	8
u_Sort3_1.mid_data	8
u_Sort3_1.min_data	8
u_Sort3_2.max_data	8
u_Sort3_2.mid_data	8
u_Sort3_2.min_data	8
u_Sort3_3.max_data	8
u_Sort3_3.mid_data	8
u_Sort3_3.min_data	8
u_Sort3_4.min_data	8
u_Sort3_5.mid_data	8
u_Sort3_6.max_data	8
u_Sort3_7.mid_data	8
median_frame_clken_r	3
median_frame_href_r	3
median_frame_vsync_r	3
## logic make-up (layout without fill, tap and decap cells)
group,after synthesis,after routing
AND/OR/NAND/NOR,176,176
XOR/XNOR,2,2
adder cells (fa/ha/maj),168,168
buffers and inverters,134,247
AND-OR/OR-AND,259,259
flip-flops,113,113
multiplexers,121,121
## power groups by stage
stage                 sequential (uW)  clock (uW)  combinational [uW]
after CTS                        1610        1230                2930
after global routing             1640        1290                3270
final                            1600        1210                2930
## synth_stat cells (2+ instances only)
master	number	area, sq um
sky130_fd_sc_hd__ha_1	168	2100
sky130_fd_sc_hd__inv_1	114	428
sky130_fd_sc_hd__dfrtp_1	113	2830
sky130_fd_sc_hd__a21oi_1	107	536
sky130_fd_sc_hd__mux2i_1	103	1030
sky130_fd_sc_hd__nand2_1	45	169
sky130_fd_sc_hd__nor2_1	39	146
sky130_fd_sc_hd__nand4_1	37	231
sky130_fd_sc_hd__o21ai_0	27	135
sky130_fd_sc_hd__o22a_1	24	210
sky130_fd_sc_hd__o311ai_0	20	175
sky130_fd_sc_hd__mux2_2	17	191
sky130_fd_sc_hd__o211ai_1	16	120
sky130_fd_sc_hd__nand3_1	15	75.1
sky130_fd_sc_hd__nor2b_1	14	87.6
sky130_fd_sc_hd__a21o_1	10	75.1
sky130_fd_sc_hd__o21ai_1	9	45.0
sky130_fd_sc_hd__buf_2	7	35.0
sky130_fd_sc_hd__a211o_1	6	52.6
sky130_fd_sc_hd__a21boi_0	5	37.5
sky130_fd_sc_hd__a31oi_1	5	31.3
sky130_fd_sc_hd__clkbuf_1	5	18.8
sky130_fd_sc_hd__o22ai_1	5	31.3
sky130_fd_sc_hd__or2_2	5	31.3
sky130_fd_sc_hd__a21boi_1	3	22.5
sky130_fd_sc_hd__buf_1	3	11.3
sky130_fd_sc_hd__clkinv_1	3	11.3
sky130_fd_sc_hd__nor2_2	3	18.8
sky130_fd_sc_hd__nor3_1	3	15.0
sky130_fd_sc_hd__o21ai_2	3	26.3
sky130_fd_sc_hd__a2111oi_0	2	17.5
sky130_fd_sc_hd__a211oi_1	2	15.0
sky130_fd_sc_hd__a211oi_2	2	25.0
sky130_fd_sc_hd__a21oi_2	2	17.5
sky130_fd_sc_hd__and2_1	2	12.5
sky130_fd_sc_hd__buf_4	2	15.0
sky130_fd_sc_hd__nand2b_1	2	12.5
sky130_fd_sc_hd__nand4b_1	2	17.5
sky130_fd_sc_hd__nor2b_4	2	27.5
sky130_fd_sc_hd__nor3_2	2	20.0
sky130_fd_sc_hd__o211ai_2	2	25.0
sky130_fd_sc_hd__o311a_1	2	20.0
sky130_fd_sc_hd__or4_1	2	15.0
sky130_fd_sc_hd__xnor2_1	2	17.5
## final cells by class
type / count / share of cell area, %
inverters: 117 / 3.99
multi-input cells: 726 / 54.2
well taps: 229 / 2.60
clock buffers: 23 / 4.16
repair buffers: 100 / 8.77
clock inverters: 7 / 0.568
flip-flops and latches: 113 / 25.7
## through the flow
step	cell area, sq um	total power, uW	hold slack (ns)	std cells
global route	11000	6190	0.352	1315
detailed placement	10500	4520	0.335	1285
global placement	10500	4520	0.332	1285
finish	11000	5740	0.345	1315
floorplan	9320	3690	0.331	973
CTS	11000	5770	0.347	1315
## routing by layer
metal	GRT usage, %	wire [um]
met1	40.3	11600
met2	42.7	11200
met3	3.85	1030
met4	4.55	469
met5	0	0
## critical path, stage by stage
cell,delay (ns)
sky130_fd_sc_hd__clkdlybuf4s50_1,0.55
sky130_fd_sc_hd__inv_1,0.11
sky130_fd_sc_hd__ha_1,0.29
sky130_fd_sc_hd__nor2b_1,0.13
sky130_fd_sc_hd__o211ai_1,0.19
sky130_fd_sc_hd__a31oi_1,0.11
sky130_fd_sc_hd__or2_2,0.33
sky130_fd_sc_hd__mux2i_1,0.53
sky130_fd_sc_hd__o311ai_0,0.32
sky130_fd_sc_hd__o22a_1,0.24
## final timing paths
| check | endpoint | cells past startpoint | start | slack (ns) |
|---|---|---|---|---|
| max reg2reg | u_Sort3_5.mid_data[5]$_DFF_PN0_ | 8 | u_Sort3_1.mid_data[3]$_DFF_PN0_ | 1.62 |
| max in group asynchronous | u_Sort3_2.mid_data[2]$_DFF_PN0_ | 2 | rst_n | 3.18 |
| min reg2reg | median_frame_vsync_r[1]$_DFF_PN0_ | 0 | median_frame_vsync_r[0]$_DFF_PN0_ | 0.35 |
| min in group asynchronous | u_Sort3_6.max_data[6]$_DFF_PN0_ | 1 | rst_n | 0.37 |
| min | median_frame_vsync_r[1]$_DFF_PN0_ | 0 | median_frame_vsync_r[0]$_DFF_PN0_ | 0.35 |
| max | u_Sort3_2.mid_data[6]$_DFF_PN0_ | 10 | data22[1] | 1.01 |
No activity file was given, so power comes from the tool's default toggle rates.
