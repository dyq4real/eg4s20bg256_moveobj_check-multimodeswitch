==> design.v <==
module rgb_ycbcr (
    input  wire                         sys_clk                    ,
    input  wire                         sys_rst_n                  ,
    input  wire                         pre_wr_en                  ,
    input  wire        [  15:0]         ov5640_data                ,
    input  wire                         pre_href                   ,
    input  wire                         pre_vsync                  ,
    output reg                          wr_en_dly                  ,
    output reg                          wr_en_dly_r                ,
    output wire        [  15:0]         rgb565_data                ,
    output wire        [   7:0]         img_y                      ,
    output wire        [   7:0]         img_cb                     ,
    output wire        [   7:0]         img_cr                     ,
    output wire                         yuv_href                   ,
    output wire                         yuv_vsync                   
);
reg                    [  15:0]         rgb_r_m0, rgb_r_m1, rgb_r_m2;
reg                    [  15:0]         rgb_g_m0, rgb_g_m1, rgb_g_m2;
reg                    [  15:0]         rgb_b_m0, rgb_b_m1, rgb_b_m2;
reg                    [  15:0]         img_y0                     ; 
reg                    [  15:0]         img_cb0                    ; 
reg                    [  15:0]         img_cr0                    ; 
reg                    [   7:0]         img_y1                     ; 
reg                    [   7:0]         img_cb1                    ; 
reg                    [   7:0]         img_cr1                    ; 
reg                                     wr_en_dly0                 ;
reg                                     wr_en_dly1                 ;
reg                                     wr_en_dly2                 ;
reg                                     wr_en_dly3                 ;
reg                    [   2:0]         vsync_reg                  ;
reg                    [   2:0]         href_reg                   ;
wire                   [   4:0]         img0_red                   ; 
wire                   [   4:0]         img0_blue                  ; 
wire                   [   5:0]         img0_green                 ; 
assign img0_red =   ov5640_data[15:11];
assign img0_blue =  ov5640_data[4:0];
assign img0_green = ov5640_data[10:5];
wire                   [   7:0]         rgb_888_r                  ; 
wire                   [   7:0]         rgb_888_g                  ; 
wire                   [   7:0]         rgb_888_b                  ; 
assign rgb_888_r = {img0_red,img0_red[4:2]}     ;
assign rgb_888_g = {img0_green,img0_green[5:4]} ;
assign rgb_888_b = {img0_blue,img0_blue[4:2]}   ;
assign img_y       = wr_en_dly ? img_y1  : 8'd0  ;
assign img_cb      = wr_en_dly ? img_cb1 : 8'd0  ;
assign img_cr      = wr_en_dly ? img_cr1 : 8'd0  ;
assign rgb565_data = wr_en_dly ? {img_y[7:3],img_y[7:2],img_y[7:3]} : 16'd0;
always @(posedge sys_clk or negedge sys_rst_n) begin
    if(!sys_rst_n) begin
        rgb_r_m0 <= 16'd0;
        rgb_r_m1 <= 16'd0;
        rgb_r_m2 <= 16'd0;
        rgb_g_m0 <= 16'd0;
        rgb_g_m1 <= 16'd0;
        rgb_g_m2 <= 16'd0;
        rgb_b_m0 <= 16'd0;
        rgb_b_m1 <= 16'd0;
        rgb_b_m2 <= 16'd0;
    end
    else begin
        rgb_r_m0 <= rgb_888_r * 8'd77 ;
        rgb_r_m1 <= rgb_888_r * 8'd43 ;
        rgb_r_m2 <= rgb_888_r * 8'd128;
        rgb_g_m0 <= rgb_888_g * 8'd150;
        rgb_g_m1 <= rgb_888_g * 8'd85 ;
        rgb_g_m2 <= rgb_888_g * 8'd107;
        rgb_b_m0 <= rgb_888_b * 8'd29 ;
        rgb_b_m1 <= rgb_888_b * 8'd128;
        rgb_b_m2 <= rgb_888_b * 8'd21 ;
    end
end
always @(posedge sys_clk or negedge sys_rst_n) begin
    if(!sys_rst_n) begin
        img_y0  <= 16'd0;
        img_cb0 <= 16'd0;
        img_cr0 <= 16'd0;
    end
    else begin
        img_y0  <= rgb_r_m0 + rgb_g_m0 + rgb_b_m0;
        img_cb0 <= rgb_b_m1 - rgb_r_m1 - rgb_g_m1 + 16'd32768;
        img_cr0 <= rgb_r_m2 - rgb_g_m2 - rgb_b_m2 + 16'd32768;
    end
end
always @(posedge sys_clk or negedge sys_rst_n) begin
    if(!sys_rst_n) begin
        img_y1  <= 8'd0;
        img_cb1 <= 8'd0;
        img_cr1 <= 8'd0;
    end
    else begin
        img_y1  <= img_y0 [15:8];                                    
        img_cb1 <= img_cb0[15:8];                                    
        img_cr1 <= img_cr0[15:8];                                    
    end
end
always @(posedge sys_clk or negedge sys_rst_n) begin
    if(sys_rst_n == 1'b0)begin
        wr_en_dly  <= 1'b0;
        wr_en_dly0 <= 1'b0;
        wr_en_dly1 <= 1'b0;
    end
    else begin
        wr_en_dly0  <= pre_wr_en;
        wr_en_dly1  <= wr_en_dly0;
        wr_en_dly   <= wr_en_dly1;
    end
end
always @(posedge sys_clk or negedge sys_rst_n) begin
    if(sys_rst_n == 1'b0) begin
    	vsync_reg <= 3'd0;
        href_reg  <= 3'd0;
    end
    else begin
        vsync_reg <= {vsync_reg[1],vsync_reg[0],pre_vsync};
        href_reg  <= {href_reg[1],href_reg[0],pre_href};
    end
end
assign yuv_vsync = vsync_reg[2];
assign yuv_href  = href_reg[2];
endmodule
==> run.sh <==
#!/bin/bash
# OpenROAD 26Q1-2900-gdf79404cd8, Yosys 0.63+post, stock flow scripts
make -C /OpenROAD-flow-scripts/flow DESIGN_CONFIG=/design/flow/config.mk WORK_HOME=/design/flow/orfs finish
==> config.mk <==
export PLATFORM = sky130hd
export DESIGN_NAME = rgb_ycbcr
export DESIGN_NICKNAME = rgb_ycbcr
export VERILOG_FILES = /design/flow/design.v
export SDC_FILE = /design/flow/constraint.sdc
export NUM_CORES = 4
export LEC_CHECK = 1
export CORE_UTILIZATION = 40
==> constraint.sdc <==
current_design rgb_ycbcr

set clk_period 6.2
set clk_io_pct 0.2

create_clock -name clk0 -period $clk_period [get_ports {sys_clk}]

set non_clock_inputs [all_inputs -no_clocks]
set_input_delay [expr $clk_period * $clk_io_pct] -clock clk0 $non_clock_inputs
set_output_delay [expr $clk_period * $clk_io_pct] -clock clk0 [all_outputs]
==> results_dict.tcl <==
# yosys + openroad results
set metrics [dict create \
    critical_path_arrival_ps 5440 \
    hpwlAfterDp_mm 19.0 \
    post-route-drc-count 0 \
    area_of_the_core_region_um2 29800 \
    final_min_period_over_clock_period_pct 82.7 \
    startpoint_type "input pin" \
    cts-htree-levels 4 \
    maxCapViolations 0 \
    timing.reg2reg.setup_slack_ps 3220 \
    hold_path.startpoint "img_cr0[10]$_DFF_PN0_" \
    grt_start_max_net_pins 63 \
    power.density_nw_per_um2 444 \
    postcts_resize_cnt 0 \
    cts_hold_buffers 0 \
    worst_r2r_startpoint "rgb_r_m1[0]$_DFF_PN0_" \
    yosys.area.top_type "sky130_fd_sc_hd__dfrtp_1" \
    timing.hold.worst.class "register to register" \
    fraction_of_layout_instances_using_a_drive_strength_above_1_pct 4.49 \
    vias_per_cell 4.74 \
    synth_stat.cells 1119 \
    largest_reg_flops 15 \
    first_iter_violations 400 \
    warning_count 34 \
    grt_antenna_before_repair 0 \
    tritoncts_buffer_count 17 \
    status "finished, final reports clean" \
    die_width_um 176 \
    clockRootBuffer "sky130_fd_sc_hd__clkbuf_16" \
    registers.top_by_ff_count "rgb_g_m2" \
    finalWeightedCongestion 0.932 \
    global_route_wire_length_before_repair_mm 38.7 \
    top_cell_area_share_pct 31.5 \
    worst_slew_margin_rel_pct 57.4 \
    skew_ps 10.5 \
    worst_ep_required_time_ps 6510 \
    edff_count_synth 0 \
    rsz0062_at_grt "no" \
    ioPinCount 65 \
    core_util_floorplan_pct 40.8 \
    report.final.setup_viol 0 \
    row_count 63 \
    setup_tns_ps 0 \
    ir_worst_vdd_v 0.000215 \
    worst_slew_pin_slew_ps 636 \
    tritoncts_clock_tree "done" \
    synthCells 1119 \
    launching_element_of_the_worst_setup_path "ov5640_data[7]" \
    antenna_left 0 \
    synth-warning-count 2 \
    clock_tree.buffer_depth 2 \
    smallest_hold_slack_ps 347 \
    antenna_cells 0 \
    clock_sink_count 153 \
    first_global_vias 7662 \
    drt_pre_antenna_iters 4 \
    path_class "input pin to register" \
    ff_type "sky130_fd_sc_hd__dfrtp_1" \
    ys_ff 153 \
    synth_sequential_area_ratio_pct 31.5 \
    synth_area_per_cell_um2 10.9 \
    yosys-stat-area_um2 12100 \
    die-area_um2 31100 \
    post_synth_num_cell_types 60 \
    route.detailed.wl_per_inst_um 14.2 \
    post_synth_instance_area_um2 12100 \
    postPlaceCellArea_um2 13200 \
    leakage_nw 7.00 \
    share_of_flip_flops_with_an_asynchronous_set_or_reset_after_synthesis_pct 100 \
    stdcell_area_um2 13800 \
    most_area_consuming_cells_after_synthesis "sky130_fd_sc_hd__dfrtp_1, sky130_fd_sc_hd__ha_1, sky130_fd_sc_hd__fa_1" \
    fmax_mhz 195 \
    globalRouteTotalUtil_pct 16.5 \
    final_hold_viol_count 0 \
    port_buffers 63 \
    path_max_fanout 7 \
    worstSkewPairLatency_ps 430 \
    clk_transition_reported_paths_ps 70 \
    route.vias.total 7548 \
    total_congestion_overflow 0 \
    synthToLayoutAreaGrowth_pct 13.5 \
    post-cts-setup-buffer-count 0 \
    final_max_slew_viol_count 0 \
    critPathCaptureType "register" \
    die.size.y_um 176 \
    postRouteWirelength_mm 22.6 \
    period_needed_ps 5130 \
]
cell usage in the layout, fill, tap and decap left out, types with 3 or more instances in the layout:
cell	n
sky130_fd_sc_hd__nand3_1	9
sky130_fd_sc_hd__nor2_1	39
sky130_fd_sc_hd__nand2b_1	10
sky130_fd_sc_hd__a21oi_1	54
sky130_fd_sc_hd__ha_1	252
sky130_fd_sc_hd__clkinvlp_4	3
sky130_fd_sc_hd__dfrtp_1	153
sky130_fd_sc_hd__a31oi_1	3
sky130_fd_sc_hd__inv_1	209
sky130_fd_sc_hd__a211oi_1	3
sky130_fd_sc_hd__clkdlybuf4s50_1	62
sky130_fd_sc_hd__nor4_1	6
sky130_fd_sc_hd__nor2b_1	14
sky130_fd_sc_hd__nor3_1	14
sky130_fd_sc_hd__and2_1	28
sky130_fd_sc_hd__inv_8	6
sky130_fd_sc_hd__o21bai_1	9
sky130_fd_sc_hd__o211ai_1	6
sky130_fd_sc_hd__a21o_1	16
sky130_fd_sc_hd__xor2_1	26
sky130_fd_sc_hd__clkinv_8	3
sky130_fd_sc_hd__buf_4	7
sky130_fd_sc_hd__or4_1	4
sky130_fd_sc_hd__o21a_1	4
sky130_fd_sc_hd__o311ai_0	4
sky130_fd_sc_hd__nand2_1	22
sky130_fd_sc_hd__fa_1	79
sky130_fd_sc_hd__a311oi_1	4
sky130_fd_sc_hd__nand4_1	4
sky130_fd_sc_hd__o21ai_1	7
sky130_fd_sc_hd__nand3b_1	3
sky130_fd_sc_hd__a21oi_2	3
sky130_fd_sc_hd__and3_1	4
sky130_fd_sc_hd__xnor2_1	52
sky130_fd_sc_hd__or3_1	4
sky130_fd_sc_hd__o21ai_0	18
sky130_fd_sc_hd__clkbuf_16	17
sky130_fd_sc_hd__o31ai_1	3
report_power, final:
part           switching (mW)  leakage [nW]  total, mW  internal, mW
combinational            1.89          4.93       3.50          1.61
sequential              0.161          1.79       1.60          1.44
clock                   0.480         0.283       1.02         0.545
total                    2.53          7.00       6.12          3.59
cells by family (layout without fill, tap and decap cells):
logic type / Yosys count / after routing / synth area share (%)
other: 1 / 1 / 0.0309
adders and majority gates: 331 / 331 / 39.0
buffers and inverters: 228 / 311 / 7.57
xor gates and xnor gates: 78 / 78 / 5.62
DFF: 153 / 153 / 31.5
AOI/OAI and AO/OA: 155 / 155 / 8.58
and+or+nand+nor: 173 / 173 / 7.71
worst paths after layout:
path | end | depth (start not counted)
worst max-delay path | rgb_g_m2[14]$_DFF_PN0_ | 16
worst min-delay path | img_cr1[2]$_DFF_PN0_ | 0
worst max register to register | img_cr0[15]$_DFF_PN0_ | 9
worst min register to register | img_cr1[2]$_DFF_PN0_ | 0
max in group asynchronous | rgb_g_m1[13]$_DFF_PN0_ | 2
min in group asynchronous | href_reg[2]$_DFF_PN0_ | 1
critical path, cell delays in order:
cell	delay (ps)
sky130_fd_sc_hd__clkdlybuf4s50_1	580
sky130_fd_sc_hd__ha_1	420
sky130_fd_sc_hd__inv_1	60
sky130_fd_sc_hd__fa_1	480
sky130_fd_sc_hd__inv_1	50
sky130_fd_sc_hd__fa_1	530
sky130_fd_sc_hd__inv_1	50
sky130_fd_sc_hd__fa_1	490
sky130_fd_sc_hd__inv_1	40
sky130_fd_sc_hd__ha_1	330
sky130_fd_sc_hd__o21a_1	200
sky130_fd_sc_hd__nor2_1	200
sky130_fd_sc_hd__a21oi_1	100
sky130_fd_sc_hd__a311oi_1	400
sky130_fd_sc_hd__a21oi_1	130
sky130_fd_sc_hd__xnor2_1	140
cell usage after synthesis, types with 3 or more instances:
cell type / number
sky130_fd_sc_hd__nand2_1: 22
sky130_fd_sc_hd__or3_1: 4
sky130_fd_sc_hd__buf_4: 17
sky130_fd_sc_hd__or4_1: 4
sky130_fd_sc_hd__dfrtp_1: 153
sky130_fd_sc_hd__o311ai_0: 4
sky130_fd_sc_hd__and3_1: 4
sky130_fd_sc_hd__nor3_1: 14
sky130_fd_sc_hd__nand3_1: 9
sky130_fd_sc_hd__ha_1: 252
sky130_fd_sc_hd__nand3b_1: 3
sky130_fd_sc_hd__a311oi_1: 4
sky130_fd_sc_hd__a21oi_1: 54
sky130_fd_sc_hd__nand4_1: 4
sky130_fd_sc_hd__xnor2_1: 52
sky130_fd_sc_hd__o31ai_1: 3
sky130_fd_sc_hd__a211oi_1: 3
sky130_fd_sc_hd__fa_1: 79
sky130_fd_sc_hd__o21bai_1: 9
sky130_fd_sc_hd__nor2b_1: 14
sky130_fd_sc_hd__nor4_1: 6
sky130_fd_sc_hd__and2_1: 28
sky130_fd_sc_hd__a31oi_1: 3
sky130_fd_sc_hd__nor2_1: 39
sky130_fd_sc_hd__xor2_1: 26
sky130_fd_sc_hd__o21ai_1: 7
sky130_fd_sc_hd__inv_1: 209
sky130_fd_sc_hd__nand2b_1: 10
sky130_fd_sc_hd__o211ai_1: 6
sky130_fd_sc_hd__a21oi_2: 3
sky130_fd_sc_hd__o21ai_0: 18
sky130_fd_sc_hd__a21o_1: 16
sky130_fd_sc_hd__o21a_1: 4
through the flow:
step / cells / worst slack, ps / util (%) / power (mW)
2_1_floorplan: 1119 / 1460 / - / 4.19
3_3_place_gp: 1560 / 671 / 44.3 / 5.11
3_5_place_dp: 1560 / 622 / 44.3 / 5.12
4_1_cts: 1592 / 1050 / 46.3 / 6.20
5_1_grt: 1592 / 642 / 46.3 / 6.78
6_report: 1592 / 1070 / 46.3 / 6.12
cell type report:
type                            count  area [µm²]
Tap cell                          390         488
Inverter                          209         785
Clock buffer                       17         425
Clock inverter                     15         173
Timing Repair Buffer               70         684
Fill cell                        2740       16000
Multi-Input combinational cell    738        7400
Sequential cell                   153        3830
per-layer routing:
metal / GRT usage (%) / up-vias / wire, µm
li1: - / 3860 / -
met1: 26.4 / 3541 / 11400
met2: 24.6 / 139 / 9820
met3: 3.91 / 8 / 1310
met4: 1.05 / 0 / 113
met5: 0 / - / 0
No activity file was given, so power comes from the tool's default toggle rates.
