--- flow/design.v ---
module cam_syn (
    input  wire                         sys_clk                    ,
    input  wire                         sys_rst_n                  ,
    input  wire                         pre_wr_en                  ,
    input  wire                         pre_vs                     ,
    input  wire                         pre_hs                     ,
    input  wire        [  15:0]         cam_data                   ,
    output wire                         syn_wr_en                  ,
    output wire                         syn_hs                     ,
    output wire                         syn_vs                     ,
    output reg         [  15:0]         syn_data                    
);
reg                    [  22:0]         vs_r                       ;
reg                    [  22:0]         hs_r                       ;
reg                    [  22:0]         wr_en_r                    ;
reg [15:0]                              data_r [21:0]              ;
assign syn_vs = vs_r[22];
assign syn_hs = hs_r[22];
assign syn_wr_en = wr_en_r[22];
always @(posedge sys_clk or negedge sys_rst_n) begin
    if(!sys_rst_n) begin
    	vs_r <= 23'd0;
        hs_r <= 23'd0;
        wr_en_r <= 23'd0;
    end
    else begin
        vs_r <= {vs_r[21:0],pre_vs};
        hs_r <= {hs_r[21:0],pre_hs};
        wr_en_r <= {wr_en_r[21:0],pre_wr_en};
    end
end
integer i;
always @(posedge sys_clk or negedge sys_rst_n) begin
    if(!sys_rst_n) begin
    	for (i=0; i<22; ++i) begin
            data_r[i] <= 16'd0; 
        end
    end
    else begin
        data_r[0] <= cam_data;
        for (i=1; i<22; ++i) begin
            data_r[i] <= data_r[i - 1];
        end
    end
end
always @(posedge sys_clk or negedge sys_rst_n) begin
    if(!sys_rst_n) begin
    	syn_data <= 16'd0;
    end
    else begin
        syn_data <= data_r[21];
    end
end
endmodule  
--- flow/run.sh ---
#!/bin/bash
# OpenROAD 26Q1-2900-gdf79404cd8, Yosys 0.63+post, stock flow scripts
make -C /OpenROAD-flow-scripts/flow DESIGN_CONFIG=/design/flow/config.mk WORK_HOME=/design/flow/orfs finish
--- flow/config.mk ---
export PLATFORM = sky130hd
export DESIGN_NAME = cam_syn
export DESIGN_NICKNAME = cam_syn
export VERILOG_FILES = /design/flow/design.v
export SDC_FILE = /design/flow/constraint.sdc
export NUM_CORES = 4
export LEC_CHECK = 1
export CORE_UTILIZATION = 30
--- flow/constraint.sdc ---
current_design cam_syn

set clk_period 1.0
set clk_io_pct 0.2

create_clock -name clk0 -period $clk_period [get_ports {sys_clk}]

set non_clock_inputs [all_inputs -no_clocks]
set_input_delay [expr $clk_period * $clk_io_pct] -clock clk0 $non_clock_inputs
set_output_delay [expr $clk_period * $clk_io_pct] -clock clk0 [all_outputs]
==> reports/qor.json <==
{
  "run_status": {
    "outcome": "finished, violations left",
    "violated_checks": "setup timing"
  },
  "final_timing": {
    "max-slew-margin-rel_pct": 76.5,
    "finalClockSkew_ns": 0.0113,
    "period_used_pct": 119,
    "timing.final.max_slew_violations": 0,
    "setup_ws_ns": -0.188,
    "fmax_ghz": 0.842,
    "timing_hold_violations_final": 0,
    "time_the_worst_path_needs_with_i_o_delays_and_setup_ns": 1.19,
    "worst_pin_slew_ns": 0.352,
    "grt_setup_unrepaired": "true",
    "report.final.setup_viol": 19
  },
  "global_route": {
    "grt_usage_pct": 5.95,
    "pin_count_of_the_biggest_net_entering_global_routing": 71,
    "top_usage_layer": "met1",
    "grt.overflow.total": 0,
    "met2_usage_pct": 8.42,
    "globalRouteMet3Util_pct": 2.25,
    "grt_util_met1_pct": 8.97,
    "grt_antenna_before_repair": 0,
    "grt_first_pass_wirelength_um": 17800,
    "grt_pass1_vias": 3951
  },
  "die": {
    "placeableCoreArea_mm2": 0.0357,
    "floorplanUtilization_pct": 30.6,
    "die-height_um": 193,
    "die_w_um": 193,
    "dieArea_mm2": 0.0372,
    "num_rows": 69,
    "design.portCount": 40
  },
  "yosys": {
    "synth-area-yosys_mm2": 0.0109,
    "yosysWarningCount": 2,
    "yosysSeqAreaShare_pct": 100,
    "unique_cell_types": 1,
    "synth_area_mm2": 0.0109,
    "syn_inst": 437,
    "top_cells_by_area": "sky130_fd_sc_hd__dfrtp_1 100%",
    "yosys_register_bits": 437,
    "post_syn_area_per_cell_um2": 25.0,
    "synth.largest_area_cell": "sky130_fd_sc_hd__dfrtp_1",
    "yosysTopAreaCellShare_pct": 100,
    "synth.yosys.num_cells": 437
  },
  "route": {
    "routed-via-count": 3636,
    "number_of_antenna_repair_diodes": 0,
    "avgViaCountPerCell": 3.41,
    "initialDrtViolationCount": 99,
    "drc": 0,
    "drtAntennaViolNets": 0,
    "finalWirelength_um": 9460,
    "detail_route.first_pass.iterations": 19,
    "drt-wirelength-per-cell_um": 8.88
  },
  "worst_setup_path": {
    "crit_path_max_incr_delay_ns": 0.37,
    "startpoint_type_of_the_worst_setup_path": "register",
    "setup.worst_path.end_class": "output port",
    "cpMaxStageDelayCell": "sky130_fd_sc_hd__dfrtp_1",
    "rr_startpoint": "data_r[0][11]$_DFF_PN0_",
    "critical_path.cell_chain": "buf_2",
    "crit_type": "reg -> out",
    "worstSetupStartpoint": "syn_data[13]$_DFF_PN0_",
    "timing.critical_path.fanout_max": 1,
    "worstPathRequired_ns": 0.80,
    "critical_path.n_buffers_inverters": 1,
    "cp_top_family": "flip-flops",
    "cp_data_arrival_time_ns": 0.99
  },
  "cells_and_area": {
    "final_layout_top_logic_cell": "sky130_fd_sc_hd__dfrtp_1",
    "fillers": 3150,
    "lay_top_cells": "437 x sky130_fd_sc_hd__dfrtp_1, 51 x sky130_fd_sc_hd__buf_4, 37 x sky130_fd_sc_hd__clkbuf_16, 19 x sky130_fd_sc_hd__clkdlybuf4s50_1, 19 x sky130_fd_sc_hd__buf_2",
    "area_growth_syn_to_layout_pct": 25.2,
    "area.combinational_um2": 0,
    "drive_above_1_share_pct": 23.8,
    "comb.multi_input.count": 0,
    "final_cell_count_no_fill": 1065
  },
  "clock_network": {
    "cts_inserted_buffers": 36,
    "worst_skew_pair.late_latency_ns": 0.51,
    "clk_pin_slew_ns": 0.07,
    "tritoncts": "yes",
    "h_tree_levels": 2,
    "clock_sinks": 437,
    "clock_tree.root_cell": "sky130_fd_sc_hd__clkbuf_16",
    "clock_path_buffers": 3
  },
  "job": {
    "count_of_warning_messages_emitted_by_the_tools": 27,
    "drv_cap": 0
  },
  "placed_design": {
    "routability_driven_placement_congestion_ratio": 0.674,
    "dpl_worst_slack_ns": 0.0272,
    "place.port_buffers": 39,
    "hpwl_um": 4680,
    "numPlacedInstances": 996
  },
  "min_path": {
    "min-delay-start": "cam_data[2]",
    "worst_hold_path_type": "in -> reg"
  },
  "pwr": {
    "total_leakage_power_uw": 0.00623,
    "peakVddDrop_mv": 1.55,
    "design_power_total_uw": 34000,
    "power_density_mw_per_mm2": 2480
  }
}
[final timing paths]
kind	endpoint	slack [ns]	cells after the start
max in group asynchronous	data_r[1][1]$_DFF_PN0_	0.13	5
worst max register to register	data_r[1][11]$_DFF_PN0_	0.51	0
worst max-delay path	syn_data[13]	-0.19	1
min in group asynchronous	data_r[14][9]$_DFF_PN0_	0.30	4
worst min-delay path	data_r[0][2]$_DFF_PN0_	0.13	1
worst min register to register	data_r[12][4]$_DFF_PN0_	0.34	0
[through the flow]
step	cell area (um2)	setup TNS [ns]	utilization [%]	hold slack (ns)
4_1_cts	13700	-3.85	38.3	0.0899
5_1_grt	13700	-4.38	38.3	0.108
3_3_place_gp	12500	0	34.8	0.0559
6_report	13700	-3.16	38.3	0.127
2_1_floorplan	10900	0	-	-0.0956
3_5_place_dp	12500	0	34.8	0.0654
[cell usage after synthesis]
library cell / n
sky130_fd_sc_hd__dfrtp_1: 437
[power breakdown]
part	total (uW)	internal (uW)	leakage (uW)	switching (uW)
combinational	668	301	0.000500	366
clock	14600	8830	0.000640	5770
sequential	18700	18600	0.00509	193
[layout make-up]
cell class	instances	area, um2	share of cell area [%]
Sequential cell	437	10900	79.9
Clock buffer	46	1020	7.45
Timing Repair Buffer	101	893	6.53
Tap cell	461	577	4.21
Clock inverter	20	264	1.93
[logic make-up (layout without fill, tap and decap cells)]
logic type,after synthesis,count (layout),share of synthesized area [%]
buffers and inverters,0,167,0
DFF,437,437,100
[layer usage]
| metal | part of all wire, % | vias to the layer above |
|---|---|---|
| li1 | - | 1633 |
| met2 | 44 | 81 |
| met1 | 45 | 1890 |
| met3 | 7.8 | 32 |
| met4 | 2.7 | 0 |
| met5 | 0 | - |
[what timing repair did]
item / CTS / global route
gates resized: 57 / 0
buffers inserted: 0 / 0
endpoints found under the hold margin: 437 / 0
hold buffers: 3 / 0
setup endpoints to repair: 19 / 19
[sequential cells by signal, indices dropped and copies added (netlist names)]
name and count:
data_r 352, wr_en_r 23, hs_r 23, vs_r 23, syn_data 16
Power is estimated from default activity; no workload was simulated.
